File: ./design.v
module music_timer(
    input clk,
    input rst,
    input [3:0] length,
    output reg note_change
    );
    reg [28:0] count;
    always @ (posedge clk or posedge rst)
        if (rst) begin
            note_change <= 0;
            count <= 0;
        end
		else if (note_change == 1) note_change <= 0;
        else begin
            case (length)
                0:
                begin
                    count <= 0;
                    note_change <= 0;
                end
                1:
                begin
                    count <= count + 1;
                    if (count >= 100000000) begin
                        note_change <= 1;
                        count <= 0;
                    end
                end
                2:
                begin
                    count <= count + 1;
                    if (count >= 50000000) begin
                        note_change <= 1;
                        count <= 0;
                    end
                end
                3:
                begin
                    count <= count + 1;
                    if (count >= 25000000) begin
                        note_change <= 1;
                        count <= 0;
                    end
                end
                4:
                begin
                    count <= count + 1;
                    if (count >= 12500000) begin
                        note_change <= 1;
                        count <= 0;
                    end
                end
                5:
                begin
                    count <= count + 1;
                    if (count >= 75000000) begin
                        note_change <= 1;
                        count <= 0;
                    end
                end
                6:
                begin
                    count <= count + 1;
                    if (count >= 37500000) begin
                        note_change <= 1;
                        count <= 0;
                    end
                end
                7:
                begin
                    count <= count + 1;
                    if (count >= 18750000) begin
                        note_change <= 1;
                        count <= 0;
                    end
                end
					 default:
					 begin
						  count <= 0;
						  note_change <= 0;
					 end
            endcase
        end
endmodule
File: ./config.mk
export PLATFORM = sky130hd
export DESIGN_NAME = music_timer
export DESIGN_NICKNAME = music_timer
export VERILOG_FILES = /design/flow/design.v
export SDC_FILE = /design/flow/constraint.sdc
export NUM_CORES = 4
export LEC_CHECK = 1
export CORE_UTILIZATION = 30
File: ./constraint.sdc
current_design music_timer

set clk_period 4.6
set clk_io_pct 0.2

create_clock -name clk0 -period $clk_period [get_ports {clk}]

set non_clock_inputs [all_inputs -no_clocks]
set_input_delay [expr $clk_period * $clk_io_pct] -clock clk0 $non_clock_inputs
set_output_delay [expr $clk_period * $clk_io_pct] -clock clk0 [all_outputs]
File: ./run.sh
#!/bin/bash
# OpenROAD 26Q1-2900-gdf79404cd8, Yosys 0.63+post, stock flow scripts
make -C /OpenROAD-flow-scripts/flow DESIGN_CONFIG=/design/flow/config.mk WORK_HOME=/design/flow/orfs finish
==> results.ini <==
[synthesis]
yosys_cells=304
top_cell_area_share=0.3254
ys.flops=30
yosysMostFrequentCell=nand2_1
ys_chip_area_sq_um=2307
largest_area_cell=dfrtp_1
yosysWarnings=1
avgSynthCellArea_sq_um=7.590
logic_family=simple AND/OR/NAND/NOR gates
top_cells_by_count=38 x nand2_1, 30 x dfrtp_1, 29 x nand3_1
synth-main-ff-cell=dfrtp_1
simple_gate_share=0.3715
adder_share=0.01085
synth_area_sq_um=2307
synthXorXnorAreaFrac=0.01518
synth-edff-count=0
syn_inst=304
ys_sh_aoi=0.1882
ys_seq_frac=0.3254
async_flop_share=1.000
synth_cell_types=50
synthTopCellsByArea=dfrtp_1 33%, nand3_1 6.3%, nand2_1 6.2%, a31oi_1 4.9%, nor2_1 3.6%
ys_sh_mux=0.01356

[power]
powerDensity_nw_per_um2=219.3
p_comb_frac=0.090
p_sw_frac=0.2552
irDropWorstVdd_v=0.00008063
pwr-share-seq=0.491
clkPwrFrac=0.419
p_total_mw=0.5422
power.internal_mw=0.4038
power.leakage_nw=0.9740
p_sw_mw=0.1384

[sta]
fin_crit_ns=3.362
period_used_share=0.7309
fmax_ghz=0.2974
fin_worst_skew_ns=0.005755
max_slew.worst_pin.slew_ns=0.7586
slew_violations=0
rsz0062_at_grt=no
finalHoldViolations=0
tns_ns=0
final-setup-viol-count=0
slew_headroom=0.4943

[final_layout]
syn_to_final_growth_pct=7.158
n_fill_cell=734
design_area_sq_um=2472
layout.cells.non_filler=393
drive_above_1_share=0.04762

[floorplanning]
die_h_um=89.70
core_sq_um=7331
dieArea_sq_um=8045
fp_util=0.3147
core.rowCount=31
die_width_um=89.70
io_pins=7

[global_route]
grt_pass1_vias=1908
grt_use_total=0.1654
antenna_found_initial=0
overflow=0
grt_pass1_wl_um=10070
grt_max_degree=31

[min_path]
hold_class=reg -> reg
hp-start=count[2]

[critical_path]
critPathBufInv=2
endpoint=count[16]
crit_arrival_ns=3.57
worstReg2RegEnd=count[3]
path_cells=clkdlybuf4s50_1, or3b_2, a31oi_1, nand3_1, nand4b_1, o31a_1, buf_4, o21ai_0, a31oi_1
critPathKind=in -> reg
r2r_setup_slack_ns=1.51
rr_worst_depth=9
cp_slowest_cell=o31a_1
slowest_delay_ns=0.63
cp.required_ns=4.81
cp-start-kind=primary input
crit_top_cell=a31oi_1
end_kind=register
worst_r2r_startpoint=count[13]
crit_family=AND-OR/OR-AND gates
worstSetupPathDepth=9
crit_fanout=22
crit_start=length[0]

[detailed_routing]
drcViolationCount=0
antenna_left=0
dr.pass1.iters=4
via_per_inst=5.659
diodes=0
drt-initial-drc-count=144
post_drt_wl_per_cell_um=15.67
wirelength_um=6159
dr_total_vias=2224

[clock_network]
cts_resized=0
htree_levels=2
path_clk_slew_ns=0.07
cts_buffers=5
cts_tree=built
clockRootBuffer=clkbuf_8
cts_buffer_depth=2
cts_sinks=30
postCtsSetupRepairBufs=0
holdBufCountCts=0
clk_latency_ns=0.29

[flow_run]
tool_warnings=26
drv_cap=0

[place]
port_buffers=6
postPlaceCellArea_sq_um=2381
place_hpwl_um=4176
gp_congestion=0.8882
dp_cells=385

[status]
status=complete, no violations

[per-layer routing]
metal,vias up,GRT usage,wire length (um)
met1,1032,0.2729,3066
met3,8,0.02966,404
li1,1101,-,-
met5,-,0,0
met2,83,0.2328,2596
met4,0,0.02165,92
[power by group through the flow]
stage / Sequential (mW) / Clock [mW] / Combinational (mW)
CTS: 0.266 / 0.231 / 0.0491
global route: 0.266 / 0.243 / 0.0547
finish: 0.266 / 0.227 / 0.0488
[kinds of logic after synthesis]
| group | count (synthesis) |
|---|---|
| AND/OR/NAND/NOR | 162 |
| AND-OR/OR-AND | 66 |
| buffers and inverters | 37 |
| flip-flops | 30 |
| XOR/XNOR | 4 |
| multiplexers | 3 |
| adder cells (fa/ha/maj) | 2 |
[layout make-up]
cell class | count | area, sq um | area share
Clock buffer | 7 | 86.33 | 0.03492
Clock inverter | 1 | 5.005 | 0.002024
Inverter | 9 | 33.78 | 0.01366
Multi-Input combinational cell | 237 | 1383 | 0.5592
Sequential cell | 30 | 750.7 | 0.3036
Tap cell | 99 | 123.9 | 0.05010
Timing Repair Buffer | 10 | 90.09 | 0.03644
[flip-flops by register name, summed over array words and instances, names as in the netlist]
| name | count |
|---|---|
| note_change | 1 |
| count | 29 |
[how the worst min path moves through the flow]
stage / endpoint / slack [ns] / cells after the start
final: count[2] / 0.55 / 1
after global routing: count[2] / 0.58 / 1
after CTS: count[2] / 0.55 / 1
[metrics by stage]
step | hold slack [ns] | utilization | setup slack [ns]
after floorplan | 0.4919 | - | 2.043
after global routing | 0.5810 | 0.3373 | 1.063
after CTS | 0.5489 | 0.3373 | 1.269
after global placement | 0.5421 | 0.3248 | 1.020
final | 0.5491 | 0.3373 | 1.238
after detailed placement | 0.5358 | 0.3248 | 0.9800
[placed cells by master, fill, tap and decap left out, types with 4 or more instances in the layout]
master / Yosys / final
nor3_1: 14 / 14
nand2b_1: 4 / 4
nand4_1: 8 / 8
nor4_1: 9 / 9
inv_1: 8 / 8
xnor2_1: 4 / 4
a21oi_1: 11 / 11
dfrtp_1: 30 / 30
and4_1: 4 / 4
o21ai_0: 13 / 13
and3_1: 9 / 9
buf_4: 2 / 4
clkdlybuf4s50_1: 0 / 6
nand2_1: 38 / 38
clkbuf_8: 0 / 6
nor3b_1: 4 / 4
a22o_1: 4 / 4
a31oi_1: 18 / 18
nor2_1: 22 / 22
nand3_1: 29 / 29
Power and IR drop assume default switching activity.
