**design.v**
```verilog
module scorer(clk, rst, tie, right, winrnd, leds_on, switches_in, score);
	input clk;		 
	input rst;		 
	input right;		 
	input leds_on;		 
    input tie;
	input winrnd;		 
	input [7:0]switches_in;
	output reg [7:0] score;	 
	reg [3:0] state;	 
	reg [3:0] nxtstate;	 
	reg [7:0] switches;
	always @(posedge clk or posedge rst)
   		if (rst) state <= 5;
   		else state <= nxtstate;
    wire mr;            
	wire dbl;
	assign mr = (right & leds_on) | (~right & ~leds_on);
	assign dbl = (mr & switches[state-1] & (state >= 5)) | (!mr & switches[state-2] & (state <= 5));
	always @(state or switches_in)
        if (state == 5)
            switches[7:0] <= switches_in[7:0];
        else
            switches[7:0] <= switches[7:0];
	always @(state or mr or leds_on or winrnd or dbl or tie) begin
		nxtstate = state;
        if(winrnd & ~tie) begin
    		if(leds_on)          
    			case(state)
    			9:	nxtstate = 9;
    			1:	nxtstate = 1;
				0: nxtstate = 0;
    			default: begin
					if (state < 9 && state > 1)
						nxtstate = state - (mr ? (1 + dbl) : - (1 + dbl));
					else nxtstate = 0;
				end
    			endcase
    		else	             
    			case(state)
    			9:	nxtstate = 9;
    			1:	nxtstate = 1;
				0: nxtstate = 0;
    			default: begin
					if (state < 9 && state > 1)
						nxtstate = state - (mr ? 1 : -1);
					else nxtstate = 0;
				end
    			endcase
        end
    end
	always @(state)	
		case(state)
		9:		score = 8'b11100000;
		8:		score = 8'b10000000;
		7:		score = 8'b01000000;
		6:		score = 8'b00100000;
		5:			score = 8'b00011000;
		4:		score = 8'b00000100;
		3:		score = 8'b00000010;
		2:		score = 8'b00000001;
		1:		score = 8'b00000111;
		default: 	score = 8'b10100101;
		endcase
endmodule
```
**run.sh**
```bash
#!/bin/bash
# OpenROAD 26Q1-2900-gdf79404cd8, Yosys 0.63+post, stock flow scripts
make -C /OpenROAD-flow-scripts/flow DESIGN_CONFIG=/design/flow/config.mk WORK_HOME=/design/flow/orfs finish
```
**config.mk**
```make
export PLATFORM = sky130hd
export DESIGN_NAME = scorer
export DESIGN_NICKNAME = scorer
export VERILOG_FILES = /design/flow/design.v
export SDC_FILE = /design/flow/constraint.sdc
export NUM_CORES = 4
export LEC_CHECK = 1
export CORE_AREA = 10 10 90 90
export DIE_AREA = 0 0 100 100
```
**constraint.sdc**
```tcl
current_design scorer

set clk_period 2.5
set clk_io_pct 0.2

create_clock -name clk0 -period $clk_period [get_ports {clk}]

set non_clock_inputs [all_inputs -no_clocks]
set_input_delay [expr $clk_period * $clk_io_pct] -clock clk0 $non_clock_inputs
set_output_delay [expr $clk_period * $clk_io_pct] -clock clk0 [all_outputs]
```
==> impl_metrics.csv <==
group,metric,value,unit
cts,insertion_delay,220,ps
final_timing,worst_pin_slew,673,ps
place,place_congestion,0.852,
global_routing,grt_max_degree,14,
finish,final_cell_area,1640,um^2
floorplan,num_io_pins,22,
finish,postLayoutCoreUtil,0.261,
cts,max_buffers_root_to_sink,2,
job,openroad.warnings,34,
critical_path,worst_ep_required_time,2600,ps
final_timing,finalClockSkew,2.01,ps
global_routing,busiest_layer,"met2",
global_routing,met2_usage,0.0816,
critical_path,worstSetupEndpoint,"state[3]",
logic_synthesis,synth.area.top_cells,"sky130_fd_sc_hd__ha_1 (18%), sky130_fd_sc_hd__dlxtp_1 (12%), sky130_fd_sc_hd__mux4_2 (9.4%)",
finish,layout-drive-gt1-share,0.397,
global_routing,grt_util_met3,0.0132,
final_timing,slew_headroom,0.548,
critical_path,worst_setup_sp,"state[0]",
final_timing,final_min_period_over_clock_period,1.20,
drt,route.detailed.vias_per_inst,3.93,
drt,avgRoutedWirePerCell,11.1,um
critical_path,cp-end-kind,"register",
floorplan,chipArea,10000,um^2
final_timing,fmaxAchievable,333,MHz
critical_path,worstSetupPathType,"reg -> reg",
critical_path,critPathMaxStageDelay,530,ps
logic_synthesis,syn-mean-instance-area,8.99,um^2
logic_synthesis,netlist_instances,107,
critical_path,crit_fanout,8,
drt,vias,897,
final_timing,timing_hold_violations_final,0,
logic_synthesis,largest_area_cell,"sky130_fd_sc_hd__ha_1",
critical_path,crit_arrival,3100,ps
critical_path,timing.critical_path.cells,"buf_12 -> inv_8 -> ha_4 -> mux4_2 -> mux2i_2 -> o21ai_2 -> inv_1 -> ha_1 -> nor2b_1 -> o311a_1 -> o21a_1 -> o211a_1 -> a311o_1",
final_timing,unconstrained_endpoints,8,
hold_path,holdCritPathClass,"in -> async",
outcome,outcome,"complete, but fails checks",
global_routing,globalRouteTotalUtil,0.0531,
final_timing,period_needed,3000,ps
critical_path,worst_path_max_delay_cell,"sky130_fd_sc_hd__dfstp_2",
final_timing,setup_viol,3,
finish,layout_top_cells_excl_fill_tap,"sky130_fd_sc_hd__buf_4 (23), sky130_fd_sc_hd__clkdlybuf4s50_1 (16), sky130_fd_sc_hd__nor2_1 (8), sky130_fd_sc_hd__dlxtp_1 (8), sky130_fd_sc_hd__ha_1 (7)",
place,placed_cell_areas,1460,um^2
critical_path,end_of_the_worst_register_to_register_path,"state[3]",
critical_path,r2r_setup_slack,-500,ps
logic_synthesis,synth.ff_latch_count,12,
place,place_inst,222,
drt,diodes,0,
power,leakagePower,0.682,nW
global_routing,grt_first_pass_wirelength,4.53,mm
logic_synthesis,yosys_warnings,1,
outcome,failed_checks,"setup timing",
floorplan,placementRows,29,
final_timing,final_critical_path_setup_slack,-504,ps
drt,remaining_drcs,0,
finish,finish.cell_count_without_fillers,228,
floorplan,die_x,100,um
critical_path,crit_path_start_kind,"register",
final_timing,unclocked_regs,8,
drt,route.antenna.remaining_nets,0,
drt,wirelength,2.53,mm
floorplan,design.core.area,6280,um^2
drt,firstDrtPassIters,3,
cts,cts-root-buf,"sky130_fd_sc_hd__clkbuf_8",
place,setup_ws_pre_cts,-585,ps
final_timing,rsz_0062_raised_after_global_routing,"yes",
cts,clk_pin_slew,30,ps
cts,cts.hold.buffers_added,0,
power,power-per-cell-area,1040,nW/um^2
global_routing,grt_remaining_overflow,0,
logic_synthesis,yosysCellCount,107,
finish,syn2layout_area_growth,70.2,%
place,place_hpwl,2.09,mm
logic_synthesis,yosys.area.top_type_share,0.182,
global_routing,number_of_antenna_violations_at_the_first_check_in_global_routing,0,
logic_synthesis,yosys_area,962,um^2
power,max-vdd-ir-drop,0.250,mV
logic_synthesis,post_synth_num_cell_types,37,
finish,mostFrequentLayoutCell,"sky130_fd_sc_hd__buf_4",
floorplan,fp_util,0.153,
cts,numCtsBuffers,3,
cts,htreeDepth,1,
cts,tritoncts_clock_tree,"done",
final_timing,report.final.slew_viol_count,0,
floorplan,vertical_die_size,100,um
drt,drt_iter0_drc,65,
place,placement.io_buffers,21,
final_timing,holdWs,484,ps
power,total_power,1.70,mW
global_routing,first_global_vias,970,
job,max-cap-violations,0,
logic_synthesis,mappedNetlistArea,962,um^2
critical_path,cell_depth_of_the_worst_flop_to_flop_path,13,
critical_path,reg2reg_from,"state[0]",
final_timing,fin_setup_tns,-1090,ps
global_routing,grt.met1_usage,0.0753,
==> layer usage <==
metal | wire length, um | vias to the layer above
li1 | - | 473
met1 | 1220 | 397
met2 | 1110 | 23
met3 | 148 | 4
met4 | 46 | 0
met5 | 0 | -
==> state kept, by name, indices dropped and copies added, names as in the netlist <==
name and flops:
state 4, switches 8
==> layout make-up <==
cell class / count / area [um^2]
Fill cell: 644 / 4640
Multi-Input combinational cell: 79 / 798
Timing Repair Buffer: 47 / 430
Sequential cell: 12 / 224
Tap cell: 77 / 96.3
Clock buffer: 4 / 45.0
Inverter: 9 / 43.8
==> how the worst min path moves through the flow <==
stage | startpoint | end
CTS | rst | state[1]
global route | rst | state[1]
finish | rst | state[1]
==> cell families after synthesis <==
family	count (synthesis)	share of synthesized area
compound gates	27	0.196
xor+xnor	2	0.0182
fa+ha+maj	16	0.224
buf+inv	16	0.0819
flops	4	0.107
latches	8	0.125
mux	6	0.114
simple gates	28	0.134
==> critical path, delay by kind of cell, from the launching register on <==
family | cells | cell delay [ps]
buffers and inverters | 3 | 240
DFF | 1 | 530
muxes | 2 | 500
adders and majority gates | 2 | 460
AOI/OAI and AO/OA | 5 | 1030
and+or+nand+nor | 1 | 130
==> cells in the mapped netlist <==
| cell type | count |
|---|---|
| sky130_fd_sc_hd__a21boi_1 | 1 |
| sky130_fd_sc_hd__a221oi_2 | 1 |
| sky130_fd_sc_hd__mux4_2 | 4 |
| sky130_fd_sc_hd__o21a_1 | 1 |
| sky130_fd_sc_hd__a311o_1 | 1 |
| sky130_fd_sc_hd__nor2b_1 | 3 |
| sky130_fd_sc_hd__a31oi_1 | 1 |
| sky130_fd_sc_hd__o311a_1 | 1 |
| sky130_fd_sc_hd__a211oi_1 | 2 |
| sky130_fd_sc_hd__nand2_1 | 6 |
| sky130_fd_sc_hd__fa_1 | 2 |
| sky130_fd_sc_hd__nor3_1 | 5 |
| sky130_fd_sc_hd__ha_1 | 14 |
| sky130_fd_sc_hd__o21ai_1 | 2 |
| sky130_fd_sc_hd__buf_4 | 1 |
| sky130_fd_sc_hd__nand2b_1 | 1 |
| sky130_fd_sc_hd__mux2i_1 | 2 |
| sky130_fd_sc_hd__a211o_1 | 1 |
| sky130_fd_sc_hd__dfstp_2 | 2 |
| sky130_fd_sc_hd__a21oi_1 | 7 |
| sky130_fd_sc_hd__dfrtp_1 | 2 |
| sky130_fd_sc_hd__inv_2 | 3 |
| sky130_fd_sc_hd__o22ai_1 | 1 |
| sky130_fd_sc_hd__dlxtp_1 | 8 |
| sky130_fd_sc_hd__nor2_1 | 9 |
| sky130_fd_sc_hd__inv_1 | 6 |
| sky130_fd_sc_hd__nand3_1 | 2 |
| sky130_fd_sc_hd__xnor2_1 | 2 |
| sky130_fd_sc_hd__buf_6 | 2 |
| sky130_fd_sc_hd__o21ai_0 | 3 |
| sky130_fd_sc_hd__or3_1 | 1 |
| sky130_fd_sc_hd__a2111oi_0 | 2 |
| sky130_fd_sc_hd__or2_2 | 1 |
| sky130_fd_sc_hd__buf_1 | 2 |
| sky130_fd_sc_hd__o211a_1 | 1 |
| sky130_fd_sc_hd__clkbuf_1 | 2 |
| sky130_fd_sc_hd__o211ai_1 | 2 |
==> power breakdown <==
part           internal [mW]  switching, mW
sequential             0.121         0.0231
combinational          0.763          0.649
clock                  0.109         0.0372
total                  0.993          0.709
==> what timing repair did <==
item                       4_1_cts  5_1_grt
hold endpoints to repair         0        0
setup endpoints to repair        9        7
setup buffers                    2        0
pin swaps                       11        4
resized                         14       11
Power is estimated from default activity; no workload was simulated.
