<file path="./design.v">
`timescale 1ns / 1ps
module tone_generator(
    input clk,
    input rst,
    input [3:0] tone,
    output reg out
    );
	reg [18:0] count;  
	always @ (posedge rst or posedge clk)
		if (rst) begin
			count <= 0;
			out <= 0;
		end else
			case (tone)
				0: begin
					count <= 0;
					out <= 0;
					end
				1: begin
						count <= count + 1;
						if (count >= 1) begin
							out <= ~out;
							count <= 0;
						end
					end
				2: begin
						count <= count + 1;
						if (count >= 2) begin
							out <= ~out;
							count <= 0;
						end
					end
				3: begin
						count <= count + 1;
						if (count >= 3) begin
							out <= ~out;
							count <= 0;
						end
					end
				4: begin
						count <= count + 1;
						if (count >= 4) begin
							out <= ~out;
							count <= 0;
						end
					end
				5: begin
						count <= count + 1;
						if (count >= 5) begin
							out <= ~out;
							count <= 0;
						end
					end
				6: begin
						count <= count + 1;
						if (count >= 6) begin
							out <= ~out;
							count <= 0;
						end
					end
				7: begin
						count <= count + 1;
						if (count >= 7) begin
							out <= ~out;
							count <= 0;
						end
					end
				8: begin
						count <= count + 1;
						if (count >= 8) begin
							out <= ~out;
							count <= 0;
						end
					end
				9: begin
						count <= count + 1;
						if (count >= 9) begin
							out <= ~out;
							count <= 0;
						end
					end
				10: begin
						count <= count + 1;
						if (count >= 10) begin
							out <= ~out;
							count <= 0;
						end
					end
				11: begin
						count <= count + 1;
						if (count >= 11) begin
							out <= ~out;
							count <= 0;
						end
					end
				12: begin
						count <= count + 1;
						if (count >= 12) begin
							out <= ~out;
							count <= 0;
						end
					end
				13: begin
						count <= count + 1;
						if (count >= 13) begin
							out <= ~out;
							count <= 0;
						end
					end
				14: begin
						count <= count + 1;
						if (count >= 14) begin
							out <= ~out;
							count <= 0;
						end
					end
				15: begin
						count <= count + 1;
						if (count >= 15) begin
							out <= ~out;
							count <= 0;
						end
					end
			endcase
endmodule
</file>
<file path="./run.sh">
#!/bin/bash
# OpenROAD 26Q1-2900-gdf79404cd8, Yosys 0.63+post, stock flow scripts
make -C /OpenROAD-flow-scripts/flow DESIGN_CONFIG=/design/flow/config.mk WORK_HOME=/design/flow/orfs finish
</file>
<file path="./config.mk">
export PLATFORM = sky130hd
export DESIGN_NAME = tone_generator
export DESIGN_NICKNAME = tone_generator
export VERILOG_FILES = /design/flow/design.v
export SDC_FILE = /design/flow/constraint.sdc
export NUM_CORES = 4
export LEC_CHECK = 1
export CORE_UTILIZATION = 30
</file>
<file path="./constraint.sdc">
current_design tone_generator

set clk_period 3.2
set clk_io_pct 0.2

create_clock -name clk0 -period $clk_period [get_ports {clk}]

set non_clock_inputs [all_inputs -no_clocks]
set_input_delay [expr $clk_period * $clk_io_pct] -clock clk0 $non_clock_inputs
set_output_delay [expr $clk_period * $clk_io_pct] -clock clk0 [all_outputs]
</file>
==> impl_metrics.toml <==
# generated from flow reports
[outcome]
status = "finished clean"

[synthesis]
synth.cell_area_um2 = 877
synth_sequential_area_ratio_pct = 57.1
ys_chip_area_um2 = 877
postSynthRegisterBits = 20
yosys.area.top_type_share_pct = 57.1
postSynthCellCount = 78
yosysCellCount = 78
top_cells_by_area = "dfrtp_1 57%, ha_1 4.3%, nor2_1 3.9%"
synth.largest_area_cell = "dfrtp_1"
yosysWarnings = 1
post_synth.cell_area_avg_um2 = 11.2
synthDistinctLibCells = 32

[final_timing]
clock_skew_ns = 0.00414
max_slew.worst_pin.slew_ns = 0.695
period_used_pct = 78.0
achievable-frequency_mhz = 401
period_needed_ns = 2.50
slew_viol_final = 0
finalSetupTns_ns = 0
total_setup_violations_reported_at_the_end_of_the_flow = 0
final_hold_viol_count = 0
grt_setup_unrepaired = "false"
worst_slack_ns = 0.705
slew_headroom_pct = 53.6

[critical_path]
worstReg2RegEnd = "out"
path_depth = 7
reg2reg_from = "count[1]"
cp_data_required_time_ns = 3.38
worst-endpoint-arrival_ns = 2.68
startpoint_type = "primary input"
critical_path.cell_chain = "clkdlybuf4s50_1 > inv_1 > maj3_1 > a221oi_1 > o211ai_1 > a41o_1 > mux2_4"
crit_path_max_incr_delay_ns = 0.57
r2r_cells = 6
setup_cp_type = "in -> reg"
count_of_buffering_cells_on_the_critical_path_with_inverters_included = 2
critPathCapture = "out"
path_delay_family = "AND-OR/OR-AND gates"
cp-startpoint = "tone[2]"
timing.reg2reg.setup_slack_ns = 1.04
critPathSlowestCell = "clkdlybuf4s50_1"
endpoint_kind = "flip-flop"
worstPathMaxFanout = 6

[worst_hold_path]
hold_path_class = "reg -> reg"

[grt]
first_global_vias = 521
pin_count_of_the_biggest_net_entering_global_routing = 21
use_met1_pct = 15.3
globalRoute.totalOverflow = 0
grt_antenna_before_repair = 0
globalRouteMet2Util_pct = 11.7
grtUsageTotal_pct = 9.04
grt_most_used_layer = "met1"
wire_length_of_the_first_global_routing_pass_um = 2250
grt_util_met3_pct = 3.07

[placed_design]
port_buffers = 6
dpl_worst_slack_ns = 0.395
gp_routability_congestion = 0.845
place.detailed.hpwl_um = 983

[clocking]
tritoncts = "built"
cts_hold_repair.buffers = 0
cts_made_buffers = 3
clk_pin_slew_worst_paths_ns = 0.11
ctsRootBufferMaster = "clkbuf_4"
postCtsSetupRepairBufs = 0
number_of_h_tree_branching_levels = 1
insertion_delay_at_the_late_pin_of_the_worst_skew_pair_ns = 0.29
clkSinkCount = 20
clockBufferDepth = 2
ctsResizeCount = 0

[floorplan]
dieWidth_um = 56.1
floorplan.core_util_pct = 31.8
chip_area_um2 = 3140
die_h_um = 56.1
floorplan.rows = 19
design.portCount = 7
placeableCoreArea_um2 = 2760

[route]
drt-vias-per-instance = 4.43
via_count = 572
dr.pass1.iters = 6
detail-route-antenna-nets = 0
finalWirelength_um = 1300
n_antenna_cell = 0
drt_drc_violations_left = 0
drt-initial-drc-count = 20
wl_per_cell_um = 10.1

[layout]
share_of_layout_cells_above_drive_strength_1_pct = 7.14
fillerInstances = 275
area_growth_syn_to_layout_pct = 21.4

[flow_run]
openroad.warnings = 27
max-cap-violations = 0

[power]
ir_drop_mv = 0.459
leakagePower_nw = 0.466
p_per_area_nw_per_um2 = 472
## how the worst min path moves through the flow
stage                 startpoint       end  slack, ns  cells after the start
after CTS               count[0]  count[0]       0.55                      1
after global routing    count[0]  count[0]       0.57                      1
final                   count[0]  count[0]       0.53                      1
## state kept, by name (all words and copies together), names as in the netlist
register	flops
out	1
count	19
## synth_stat cells
master	count
a211oi_1	1
nand2b_1	1
a221oi_1	1
a221oi_2	1
xnor2_1	1
o21ai_0	1
nor2_1	9
maj3_2	1
or2_1	1
dfrtp_1	20
o311ai_0	2
nor2b_1	1
a22oi_1	1
and2_1	1
clkbuf_2	1
mux2_4	1
a21oi_1	1
a2111oi_0	1
o211ai_1	1
nor3_1	1
o2111ai_1	1
maj3_1	2
or4_1	1
nand2_1	4
clkbuf_1	2
xor2_1	2
conb_1	1
nor4_1	4
ha_1	3
inv_1	6
nand3_1	3
a41o_1	1
## where the power goes
part           switching, mW  internal [mW]
combinational         0.0175         0.0181
clock                 0.0713          0.127
sequential           0.00474          0.264
total                 0.0935          0.409
## layout make-up
class	count	area [um2]	area share (%)
Clock buffer	3	22.5	2.12
Clock inverter	1	30.0	2.82
Inverter	6	22.5	2.12
Multi-Input combinational cell	62	390	36.7
Sequential cell	20	500	47.0
Tap cell	31	38.8	3.64
Timing Repair Buffer	6	60.1	5.64
## cells by family after synthesis
kind of cell	after synthesis	synth area share (%)
mux	1	1.71
buf+inv	9	3.99
other cells	1	0.428
simple gates	26	14.4
fa+ha+maj	6	7.85
xor+xnor	3	3.00
compound gates	12	11.6
flops	20	57.1
## stage by stage
step                cells  utilization (%)  total power, mW  hold slack [ns]  area, um2
detailed placement    125             36.7            0.310            0.531       1010
global placement      125             36.7            0.309            0.524       1010
CTS                   129             38.6            0.509            0.547       1060
global route          129             38.6            0.526            0.566       1060
floorplan              91                -            0.292            0.483        926
finish                129             38.6            0.502            0.534       1060
## cells in the final DEF (no fill, tap or decap), drive strengths merged
cell type and instances:
mux2 1, xnor2 1, nor3 1, nor2 9, o21ai 1, ha 3
nand2 4, or2 1, nor2b 1, nand3 3, o311ai 2, a41o 1
nand2b 1, dfrtp 20, a221oi 2, bufinv 1, conb 14, a22oi 1
inv 6, o2111ai 1, a211oi 1, nor4 4, and2 1, maj3 3
clkdlybuf4s50 6, xor2 2, a21oi 1, a2111oi 1, o211ai 1, clkbuf 3
or4 1
## routing by layer
metal  part of all wire [%]  vias up
met3                    5.5        0
li1                       -      301
met5                      0        -
met4                      0        0
met2                     42       11
met1                     52      260
Power is estimated from default activity; no workload was simulated.
